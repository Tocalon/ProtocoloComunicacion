--- flow/run.sh ---
#!/bin/bash
# OpenROAD 26Q1-2900-gdf79404cd8, Yosys 0.63+post, stock flow scripts
make -C /OpenROAD-flow-scripts/flow DESIGN_CONFIG=/design/flow/config.mk WORK_HOME=/design/flow/orfs finish
--- flow/config.mk ---
export PLATFORM = sky130hd
export DESIGN_NAME = SPI_Transmitter
export DESIGN_NICKNAME = SPI_Transmitter
export VERILOG_FILES = /design/flow/design.v
export SDC_FILE = /design/flow/constraint.sdc
export NUM_CORES = 4
export LEC_CHECK = 1
export CORE_AREA = 10 10 70 70
export DIE_AREA = 0 0 80 80
--- flow/constraint.sdc ---
current_design SPI_Transmitter

set clk_period 1.0
set clk_io_pct 0.2

create_clock -name clk0 -period $clk_period [get_ports {CLK}]

set non_clock_inputs [all_inputs -no_clocks]
set_input_delay [expr $clk_period * $clk_io_pct] -clock clk0 $non_clock_inputs
set_output_delay [expr $clk_period * $clk_io_pct] -clock clk0 [all_outputs]
--- flow/design.v ---
module SPI_Transmitter(CLK, RESET,  Transaccion, CPH, CKP, MISO, MOSI,  SCK, CS); 
input  wire Transaccion,  CKP, CPH, CLK, RESET, MISO; 
output reg  MOSI, SCK, CS; 
reg [1:0] Count_clock, ESTADO, Prox_ESTADO;
reg [15:0] Data_register, Prox_Data_register;
reg [7:0] Data1 = 8'b00000000, Data1_newdata;
reg [7:0] Data2 = 8'b00000001, Data2_newdata;
reg [4:0] Counter_bits ;
wire end_Protocol, Choose_SCK;
assign end_Protocol = Counter_bits == 5'b10001;
wire [1:0] MODO;
assign MODO = {CKP, CPH};
assign Choose_SCK = (MODO == 0 || MODO == 3) ? SCK : ~SCK;
reg CLK_div2;
parameter IDLE = 2'b00;
parameter Begin_Trans = 2'b01;
always @(posedge CLK) begin
    if (RESET == 1) begin
        ESTADO <= IDLE;
        CLK_div2 <= 0;
        Count_clock <= 0;
        Data_register <= {Data1, Data2};
        MOSI <= 0;
        Counter_bits <= 0;
    end else begin
        ESTADO <= Prox_ESTADO;
        CLK_div2 <= ~CLK_div2;
        Count_clock <= Count_clock +1;
    end
end
always @(posedge Choose_SCK ) begin
    if (Transaccion == 0) begin
        Counter_bits <= 0;
    end else begin
        Counter_bits <= Counter_bits +1;
        Data_register <= Prox_Data_register;
    end
end
always @(*) begin
    Prox_Data_register = Data_register;
    Prox_ESTADO = ESTADO;
    case (ESTADO)
        IDLE: begin
            Data1_newdata = Data_register[15:8];
            Data2_newdata = Data_register[7:0];
            Counter_bits = 0;
            CS = 1;
            if (CKP) begin
                SCK = 1;
            end else begin
                SCK = 0;
            end
            if (Transaccion && end_Protocol == 0) begin
                Prox_ESTADO = Begin_Trans;
            end else begin
                Prox_ESTADO = IDLE;
            end
        end
        Begin_Trans: begin
            CS = 0;
            SCK = Count_clock[1];
            if (Counter_bits == 0) begin
                MOSI = Data_register[15];
            end else begin
                MOSI = Data_register[15];
                Prox_Data_register = {Data_register, MISO};
            end
            if (end_Protocol) begin
                Prox_ESTADO = IDLE;
            end
        end
    endcase
end
endmodule
==> summary.rpt <==
=== SYNTHESIS / PLACE & ROUTE SUMMARY ===
----------------------------------------------------
[Clock network]
  TritonCTS clock tree ........................ yes
  Post_cts resized ........................ 0
  Number of H-tree levels ........................ 1
  Total clock buffers created by CTS ........................ 3
  CTS Hold Buffers Added ........................ 0
  Clock Pin Slew Worst Setup and Hold Paths ........................ 0.03 ns
  Number of buffers on the longest clock path ........................ 2
  Clk ins delay skew pair ........................ 0.23 ns
  Post-CTS Setup Inserts ........................ 0
  Master cell of the clock root buffer ........................ clkbuf_4

[STA]
  Count of endpoints without a timing constraint ........................ 4
  Final worst-path cycle share ........................ 0.711
  Clk_skew ........................ 0.00221 ns
  Setup repair after global routing missed its margin ........................ false
  Total count of max-transition violations in the final report ........................ 0
  Total negative slack for setup checks ........................ 0 ns
  FMAX ........................ 1.41 GHz
  Post-layout minimum cycle time ........................ 0.711 ns
  Count of final setup violators ........................ 0
  Register pins left without a clock ........................ 2
  Worst hold slack after final layout ........................ 0.424 ns
  Final hold vios ........................ 0

[Route]
  Met1 layer wirelength in the final routing ........................ 134 um
  WL met3 ........................ 124 um
  Overall via count from detail_route ........................ 119
  DR vias/cell ........................ 1.70
  DR iter-0 viols ........................ 5
  Count of TritonRoute iterations in the first routing pass ........................ 2
  Antenna diode count ........................ 0
  DR WL met2 ........................ 114 um
  Residual antenna-violating net count after detailed routing ........................ 0
  Uppermost routed layer ........................ met3
  DRC Markers ........................ 0
  Sum of routed wire length over all layers ........................ 372 um
  Avg WL per Cell ........................ 5.31 um

[Global routing]
  Overflow after GRT ........................ 0
  Initial antenna violation count ........................ 0
  GRT Overall Usage ........................ 0.0139
  Maximum number of pins on one net before global-route repair ........................ 5
  Global-route wire length before repair ........................ 614 um
  Number of global-route vias before repair ........................ 135

[Critical path]
  Crit end category ........................ flop
  Startpoint kind of the worst setup timing path ........................ primary input
  Maximum fanout encountered on the critical timing path ........................ 2
  Crit-path leading delay family ........................ buffers and inverters
  Buffer and inverter count on the worst path ........................ 2
  Delay contributed by the slowest stage of the critical path ........................ 0.45 ns
  Req. time, crit path ........................ 1.12 ns
  Cell chain of the critical path ........................ clkdlybuf4s50_1, inv_1, a21o_1
  Endpoint arrival time on the critical path ........................ 0.83 ns
  Critical path start-end classification ........................ primary input to flop
  Cell with the largest stage delay on the worst path ........................ clkdlybuf4s50_1

[Floorplan]
  IO Count ........................ 9
  Area of the core ........................ 3420 sq um
  Overall die area ........................ 6400 sq um
  Overall die width ........................ 80 um
  Number of placement rows ........................ 21
  Pre-placement core utilization ........................ 0.0516
  Vertical die size ........................ 80 um

[Place]
  Total cell area at the placement stage ........................ 277 sq um
  Port bufs ........................ 5
  Routability Congestion ........................ 0.643

[Final layout]
  Layout cells sized above 1 ........................ 0.167
  Total of fill cells in the finished design ........................ 401
  Area added between synthesis and finish ........................ 69.5%
  Post-route cell area ........................ 299 sq um
  Post-layout util ........................ 0.0875

[Synthesis]
  Chip area from the yosys synthesis statistics ........................ 176 sq um
  Cell count in the Yosys report ........................ 17
  Post-Synthesis Mean Instance Area ........................ 10.4 sq um
  Post-synth area hogs ........................ dfxtp_1 (45%), dlxtn_1 (17%), mux2_4 (8.5%)
  Number of warnings printed during yosys synthesis ........................ 35
  Cell Type Count ........................ 10
  Number of cells produced by synthesis ........................ 17
  Synthesized registers ........................ 6
  Dominant cell type by area after synthesis ........................ dfxtp_1
  Share of the synthesized area in the top cell type ........................ 0.454
  Syn Std Cell Area ........................ 176 sq um

[Worst hold path]
  Type of the worst min-delay path ........................ flop to flop

[Flow run]
  Max-cap violations ........................ 0
  Number of warnings in the stage logs ........................ 27

[Power and ir drop]
  Highest ir drop seen on vdd ........................ 323 uV
  Leakage ........................ 0.118 nW
  PD cells ........................ 1430 nW/um^2

[Run status]
  Outcome ........................ finished, final reports clean

----------------------------------------------------
worst paths after layout:
| kind | startpoint | to | slack (ns) | cells after the start |
|---|---|---|---|---|
| worst max-delay path | Transaccion | ESTADO[0] | 0.29 | 3 |
| worst min register to register | Count_clock[0] | Count_clock[0] | 0.42 | 1 |
| worst max register to register | Count_clock[1] | Count_clock[1] | 0.36 | 2 |
| worst min-delay path | Count_clock[0] | Count_clock[0] | 0.42 | 1 |
cell usage after synthesis:
cell and instances:
xnor2_1 1, buf_4 1, nor2_1 3, mux2_4 1, dfxtp_1 4, a21o_1 1, conb_1 1, dlxtn_1 2
a21oi_1 1, inv_1 2
through the flow:
stage / instances / power [mW] / setup WS [ns]
5_1_grt: 70 / 0.468 / 0.266
6_report: 70 / 0.428 / 0.289
3_3_place_gp: 67 / 0.231 / 0.0420
3_5_place_dp: 67 / 0.234 / 0.0415
2_1_floorplan: 17 / 0.215 / 0.412
4_1_cts: 70 / 0.442 / 0.292
cell type report:
| class | instances | area, sq um | share of cell area |
|---|---|---|---|
| repair buffers | 5 | 50.0 | 0.167 |
| inverters | 2 | 7.51 | 0.0251 |
| well taps | 46 | 57.6 | 0.192 |
| flip-flops and latches | 6 | 110 | 0.368 |
| clock buffers | 3 | 22.5 | 0.0753 |
| multi-input cells | 8 | 51.3 | 0.172 |
cell usage in the layout (no fill, tap or decap), drive strengths merged:
cell type	count
nor2	3
clkdlybuf4s50	5
dlxtn	2
dfxtp	4
conb	1
clkbuf	3
xnor2	1
a21oi	1
inv	2
a21o	1
mux2	1
cell families after synthesis:
| kind of cell | synth area share |
|---|---|
| flops | 0.454 |
| simple gates | 0.0638 |
| buf+inv | 0.0851 |
| compound gates | 0.0709 |
| latches | 0.170 |
| other cells | 0.0213 |
| xor+xnor | 0.0497 |
| mux | 0.0851 |
sequential cells by signal, indices dropped and copies added (netlist names):
signal,cells
CS,1
ESTADO,2
Count_clock,2
SCK,1
worst reg2reg max path: cells and delay by family, from the launching register on:
family	cells	cell delay, ns
xor+xnor	1	0.16
flops	1	0.31
simple gates	1	0.06
routing by layer:
layer,vias up,GRT usage
li1,64,-
met4,0,0.00352
met1,48,0.0107
met3,0,0.0284
met2,7,0.0136
met5,-,0
report_power, final:
group          internal [mW]  switching (mW)  leakage, nW  total (mW)
registers              0.181         0.00911       0.0498       0.190
clock network          0.134          0.0631       0.0138       0.197
logic                 0.0285          0.0125       0.0541      0.0410
Power figures rest on the tool's default switching activity, not on a simulated workload.
